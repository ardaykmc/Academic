===== /design/flow/design.v =====
module alu32(sum,a,b,zout,gin); 
output [31:0] sum;
input [31:0] a,b; 
input [3:0] gin; 
reg [31:0] sum;
reg [31:0] less;
output zout;
reg zout;
always @(a or b or gin)
begin
	case(gin)
	4'b0010: sum=a+b; 		 
	4'b0110: sum=a+1+(~b);	 
	4'b0111: begin less=a+1+(~b);	 
			if (less[31]) sum=1;	
			else sum=0;
		  end
	4'b0000: sum=a & b;	 
	4'b0001: sum=a|b;	 
	4'b1100: sum=~(a|b);	 
	4'b1000: begin			 
			if(a!=b)sum=0;
			else sum=1;
		end
	4'b1101: begin 			 
			if(a<=0) sum=0;
			else sum=1;
		end
	4'b1011: begin 			 
			if(a>0) sum=0;
			else sum=1;
		end
	4'b1001: begin 			 
			if(a>=0) sum=0;
			else sum=1;
		end
	4'b1110: begin			 
			if(a<0) sum=0;
			else sum=1;
		end
	4'b1111: sum=a;
	default: sum=31'bx;	
	endcase
zout=~(|sum);
end
endmodule

===== /design/flow/run.sh =====
#!/bin/bash
# OpenROAD 26Q1-2900-gdf79404cd8, Yosys 0.63+post, stock flow scripts
make -C /OpenROAD-flow-scripts/flow DESIGN_CONFIG=/design/flow/config.mk WORK_HOME=/design/flow/orfs finish

===== /design/flow/config.mk =====
export PLATFORM = sky130hd
export DESIGN_NAME = alu32
export DESIGN_NICKNAME = alu32
export VERILOG_FILES = /design/flow/design.v
export SDC_FILE = /design/flow/constraint.sdc
export NUM_CORES = 4
export LEC_CHECK = 1
export CORE_UTILIZATION = 30

===== /design/flow/constraint.sdc =====
current_design alu32

set clk_period 22.2
set clk_io_pct 0.2

create_clock -name clk0 -period $clk_period

set non_clock_inputs [all_inputs -no_clocks]
set_input_delay [expr $clk_period * $clk_io_pct] -clock clk0 $non_clock_inputs
set_output_delay [expr $clk_period * $clk_io_pct] -clock clk0 [all_outputs]

==> design notes <==
The run finished with clean final reports. The tools report the number of cells in Yosys stat as 889. The highest supply drop recorded on VDD is 0.0000116 V. OpenROAD warning count: 99. The run gives 5870 um^2 as the area figure in the yosys stat output. The part of the cycle the worst path needs was 63.9%.

With the final tally of setup violations at 0, the HPWL reported at the end of detailed placement is 21.0 mm. The number of max-cap violations was 0; the total power divided by cell area was 25.5 nW/um^2. The signal arrival time at the worst endpoint came out at 9.75 ns. With fillers left out, the area of the finished cells amounts to 7100 um^2.

The die outline width came out at 142 um. Entering global routing, the biggest net connects 30 pins. The post-route netlist has 5.26% of its cells at a drive strength greater than 1. Buffers placed on the I/O ports in this run total 101. The number of synthesis warnings is 1, and the count of instances resized after the clock tree is built is 0. Measured along the y axis, the die boundary spans 142 um. For the count of sequential standard cells, the log shows 0. In the final report, the number of hold violations comes to 0. The required time at the worst endpoint is listed as 17.76 ns.

The portion of the post-synthesis area used by sequential elements was 0%. The synthesized instance count was 889; the layout-stage area growth over the synthesis result was 20.8%. The tools report the cell row count as 50.

The via count of the first global-routing pass came out at 6509. The element type at the critical path end is an output port. Area of the chip: 20100 um^2. The wire length of the first global-routing pass is 39.6 mm, and the slew of the pin with the lowest slew margin is 0.845 ns. In the final timing run, aggregate negative setup slack is 0 ns. The global-route total usage across every layer is 26.1%, and the starting utilization of the core area is 31.0%.

Once iteration 0 of detailed routing completed, the report listed 848 DRC markers. The via density per instance was 6.02. The run gives 70.5 MHz for the achievable frequency. For reference, the most critical setup path is categorized as input pin to output port. The area inside the core boundary is 19000 um^2, and the final weighted congestion in routability-driven placement is 1.03.

Of all nets on the critical path, the largest fanout is 6. The final timing report lists a max-slew violation count of 0. Setup repair after global routing left no endpoint under its margin.

For the register area, the log shows 0 um^2. For the count of unresolved DRC violations after routing, the log shows 0. Nets still carrying antenna violations after routing amount to 0. Across all checked pins, the minimum headroom to the slew limit is 43.5%. The tools report the count of antenna diodes in the layout as 0.

Hold repair after CTS inserted 0 buffers. For the finished layout, the period the worst path requires is 14.19 ns. The type of the worst min-delay path is input pin to output port. Per the synthesis report, the number of distinct cell types is 88. Per the layout report, the design carries 0 clock buffers. Placement-stage cell area: 7100 um^2. With the total standard cell area after synthesis at 5870 um^2, the number of top-level design ports is 101. The remaining global-route overflow is 0, and the final wirelength is 26.3 mm. The detailed-router iteration count before antenna repair is 6. The detailed router placed 7286 vias in this run. STA classifies the critical path startpoint as an input pin. The run gives 1 as the number of antenna violations at the first check in global routing.

Post-CTS setup buffer count: 0. The synthesized area per cell was 6.61 um^2. Detailed-route wire length per cell: 21.7 um. Summed over all cells, the static leakage comes to 0.00294 uW.
==> power breakdown <==
part / total [uW] / leakage (uW) / internal (uW) / switching [uW]
sequential: 0 / 0 / 0 / 0
combinational: 181 / 0.00294 / 73.5 / 107
clock: 0 / 0 / 0 / 0
total: 181 / 0.00294 / 73.5 / 107
==> cell usage in the layout (no fill, tap or decap), types with 11 or more instances in the layout <==
cell type / netlist / layout
sky130_fd_sc_hd__clkdlybuf4s50_1: 0 / 101
sky130_fd_sc_hd__ha_1: 99 / 99
sky130_fd_sc_hd__inv_1: 96 / 96
sky130_fd_sc_hd__a21oi_1: 77 / 77
sky130_fd_sc_hd__nor2_1: 74 / 74
sky130_fd_sc_hd__o21ai_0: 65 / 65
sky130_fd_sc_hd__nand2_1: 62 / 62
sky130_fd_sc_hd__nor3_1: 28 / 27
sky130_fd_sc_hd__nor4_1: 21 / 20
sky130_fd_sc_hd__o211ai_1: 16 / 16
sky130_fd_sc_hd__nand3_1: 15 / 15
sky130_fd_sc_hd__a22oi_1: 15 / 15
sky130_fd_sc_hd__buf_4: 2 / 15
sky130_fd_sc_hd__a21o_1: 13 / 13
sky130_fd_sc_hd__a221oi_1: 13 / 13
sky130_fd_sc_hd__nand4_1: 12 / 12
sky130_fd_sc_hd__nor2b_1: 12 / 12
sky130_fd_sc_hd__o31ai_1: 12 / 12
sky130_fd_sc_hd__a211oi_1: 11 / 11
==> through the flow <==
stage	worst slack, ns	power [uW]	std cells	hold WS [ns]	util (%)
after floorplan	10.15	105	889	8.97	-
after global placement	7.95	178	1211	10.15	37.4
after detailed placement	8.08	176	1211	10.15	37.4
after CTS	8.07	177	1211	10.15	37.4
after global routing	7.78	194	1211	10.21	37.4
final	8.01	181	1211	10.14	37.4
==> final timing paths <==
check	from	to	slack, ns	cells after the start
setup / recovery	a[0]	zout	8.01	16
hold / removal	a[9]	sum[9]	10.14	4
==> cells by family after synthesis <==
kind of cell,count (synthesis),synth area share [%]
buffers and inverters,154,10.4
adders and majority gates,101,21.8
AOI/OAI and AO/OA,350,42.5
muxes,5,0.873
xor gates and xnor gates,8,1.19
and+or+nand+nor,271,23.2
==> final cells by class <==
class	instances	area, um^2
Multi-Input combinational cell	735	5270
Timing Repair Buffer	116	1120
Tap cell	260	325
Inverter	100	375
Fill cell	1998	11900
==> metal layers <==
metal | wire length [um] | up-vias | GRT usage [%]
met5 | 13 | - | 0
met4 | 787 | 2 | 6.17
met3 | 2340 | 45 | 3.67
met2 | 11000 | 397 | 38.6
met1 | 12100 | 3373 | 39.6
li1 | - | 3469 | -
==> synthesized netlist by cell type (6+ instances only) <==
library cell | n | area [um^2]
sky130_fd_sc_hd__inv_1 | 96 | 360
sky130_fd_sc_hd__nor2_1 | 74 | 278
sky130_fd_sc_hd__a21oi_1 | 77 | 385
sky130_fd_sc_hd__o221ai_1 | 7 | 61.3
sky130_fd_sc_hd__a21o_1 | 13 | 97.6
sky130_fd_sc_hd__nor2b_1 | 12 | 75.1
sky130_fd_sc_hd__o31ai_1 | 12 | 90.1
sky130_fd_sc_hd__xnor2_1 | 6 | 52.6
sky130_fd_sc_hd__o221a_2 | 9 | 101
sky130_fd_sc_hd__nand4_1 | 12 | 75.1
sky130_fd_sc_hd__o31a_1 | 7 | 61.3
sky130_fd_sc_hd__nor3_1 | 28 | 140
sky130_fd_sc_hd__nand2_1 | 62 | 233
sky130_fd_sc_hd__a22oi_1 | 15 | 113
sky130_fd_sc_hd__a222oi_1 | 10 | 100
sky130_fd_sc_hd__o21ai_0 | 65 | 325
sky130_fd_sc_hd__nor4_1 | 21 | 131
sky130_fd_sc_hd__a221oi_1 | 13 | 114
sky130_fd_sc_hd__o211a_1 | 6 | 60.1
sky130_fd_sc_hd__nand2b_1 | 10 | 62.6
sky130_fd_sc_hd__a211oi_1 | 11 | 82.6
sky130_fd_sc_hd__nand3_1 | 15 | 75.1
sky130_fd_sc_hd__o21bai_1 | 10 | 75.1
sky130_fd_sc_hd__buf_2 | 16 | 80.1
sky130_fd_sc_hd__o211ai_1 | 16 | 120
sky130_fd_sc_hd__ha_1 | 99 | 1240
sky130_fd_sc_hd__o21a_1 | 6 | 45.0
sky130_fd_sc_hd__clkbuf_1 | 35 | 131
==> critical path: stages <==
cell and delay [ns]:
sky130_fd_sc_hd__clkdlybuf4s50_1 0.66, sky130_fd_sc_hd__ha_1 0.29, sky130_fd_sc_hd__inv_1 0.07, sky130_fd_sc_hd__fa_1 0.39, sky130_fd_sc_hd__nand2b_1 0.20, sky130_fd_sc_hd__a21oi_2 0.34
sky130_fd_sc_hd__o21ai_0 0.29, sky130_fd_sc_hd__a21oi_1 0.39, sky130_fd_sc_hd__a221oi_1 0.15, sky130_fd_sc_hd__o21ba_1 0.25, sky130_fd_sc_hd__a2111oi_0 0.40, sky130_fd_sc_hd__nor2_1 0.15
sky130_fd_sc_hd__or4b_1 0.47, sky130_fd_sc_hd__or4_1 0.54, sky130_fd_sc_hd__nor4_2 0.22, sky130_fd_sc_hd__clkdlybuf4s50_1 0.50
No activity file was given, so power comes from the tool's default toggle rates.
